===== design/flow/config.mk =====
export PLATFORM = sky130hd
export DESIGN_NAME = reg_file
export DESIGN_NICKNAME = reg_file
export VERILOG_FILES = /design/flow/design.v
export SDC_FILE = /design/flow/constraint.sdc
export NUM_CORES = 4
export LEC_CHECK = 1
export CORE_UTILIZATION = 50

===== design/flow/constraint.sdc =====
current_design reg_file

set clk_period 15.5
set clk_io_pct 0.2

create_clock -name clk0 -period $clk_period [get_ports {clk}]

set non_clock_inputs [all_inputs -no_clocks]
set_input_delay [expr $clk_period * $clk_io_pct] -clock clk0 $non_clock_inputs
set_output_delay [expr $clk_period * $clk_io_pct] -clock clk0 [all_outputs]

===== design/flow/design.v =====
module reg_file
#(
  parameter integer RAWIDTH=5,
  parameter integer DWIDTH=32
 )
 (
  input                 clk  ,
  input                 RegWEn,
  input  [RAWIDTH-1:0]          AddrA,
  input  [RAWIDTH-1:0]          AddrB,
  input  [RAWIDTH-1:0]          AddrD,
  input  [DWIDTH-1:0]   DataD ,
  output  reg [DWIDTH-1:0]   DataA , 
  output  reg [DWIDTH-1:0]   DataB   
 );
  reg [DWIDTH-1:0] register [2**RAWIDTH-1:0];
  always @ (posedge clk) begin
          register[0] = 'b0;
          register[AddrD] = RegWEn ? (|AddrD ? DataD : 0) : register[AddrD] ;
  end
always @(*) begin
   DataA = register[AddrA];
   DataB = register[AddrB];
end
endmodule

===== design/flow/run.sh =====
#!/bin/bash
# OpenROAD 26Q1-2900-gdf79404cd8, Yosys 0.63+post, stock flow scripts
make -C /OpenROAD-flow-scripts/flow DESIGN_CONFIG=/design/flow/config.mk WORK_HOME=/design/flow/orfs finish

==> notes.md <==
The full implementation flow was run.

The via count of the first global-routing pass stands at around 50000. The layout overhead on the synthesized area stands at 15.7%. The maximum net fanout on the critical path stands at 35. The total number of vias stands at 51200. The filler cell count in the final layout stands at about 8000. In this run, synthesis produced a sequential element count of 1024.

STA classifies the critical path startpoint as an input pin. The met1 layer wirelength in the final routing stands at 92.1 mm. The hold path depth stands at 4. Per the cell usage report, the commonest logic cell in the layout is sky130_fd_sc_hd__a22oi_1. The logs give a warning total of 26. The routed length per instance stands at 53.5 um. Of the total synthesized cell area, the portion taken by AND, OR, NAND and NOR gates is 10.7%. The total negative slack for setup checks stands at 0 ns.

The mux contribution to synthesized area stands at 2.14%. The initial utilization of the core area, before any placement, comes to 50.6%. The synthesized instance count stands at 4217. Nets still carrying antenna violations after routing amount to 0. The met3 wirelength from detailed routing stands at ~71 mm. Looking at the clock tree report, the H-tree level count equals 3. The share of flip-flops with an asynchronous set or reset after synthesis stands at 0%. The initialized floorplan defines approximately 120 standard-cell rows. The final design utilization stands at about three fifths. Setup repair after global routing left no endpoint under its margin. Among the non-sequential cells, AND-OR/OR-AND gates take the most area. The max-slew violation count stands at 0.

The path class of the tightest hold or removal check is flip-flop to flip-flop. The number of cells reported by Yosys stat comes to roughly 4200. The routability congestion estimate from global placement stands at 1.16.

TritonCTS built the clock tree. The worst hold path begins at register[23][0]. The pin closest to its max-slew limit shows a slew of 1.27 ns. Once placement finished, the instance area stood at 0.0550 mm2. For this run, design rule violations remaining after detail routing come to 0. The launch point of the worst register-to-register path is recorded as register[17][24].

The clock arrives with 0.0276 ns of skew. Across every metal layer, demand over resource in global routing totals about two thirds. Entering global routing, the biggest net connects ~59 pins. CTS added clock buffers totalling roughly 110.

In the Yosys report, the sequential cells make up 59.7% of the chip area. The worst path uses 73.3% of the clock period. Across the run, the number of max-cap violations was 0.

Looking at the setup timing report, the critical path kind is input pin to output pin. Routed signal wires occupy layers up through met5. Per the synthesis report, the adder-cell share of the synthesized area is 0%. Once layout is done, the placed cells without fillers occupy 0.0589 mm2. The HPWL after detailed placement stands at between 150 and 200 mm. The instance count after placement with tap cells included stands at 5656. The number of sinks driven by the clock tree stands at 1024. The leakage power in the latest report is 19.3 nW. The number of enable flip-flop cells stands at 992. The finished layout holds 5903 standard cells, fillers aside. The initial antenna violation count stands at 28. Per the timing report, the most critical flop-to-flop path finishes at register[15][24]. The top cell types in the final layout, fill and taps aside, are sky130_fd_sc_hd__a22oi_1, sky130_fd_sc_hd__edfxtp_1, sky130_fd_sc_hd__nand2_1.

STA classifies the critical path endpoint as an output pin. CTS placed an instance of sky130_fd_sc_hd__clkbuf_16 at the clock tree root. The mean post-synth cell area stands at ~12 um2. The count of hold buffers inserted by post-cts repair stands at 0.

Measured in cells, the most critical reg-to-reg path has a length of 7. The final period demand of the worst path stands at 11.37 ns. In this run the post-CTS setup repair buffer count came out at 0. After Yosys synthesis, XOR and XNOR cells account for 0% of the synthesized area. Looking at the hold checks, the worst path lands on register[10][0].

The power density relative to cell area stands at 115 mW/mm2. The register with the most flip-flops in the layout has about 1000 of them. The fraction of final layout cells sized beyond drive strength 1 stands at 14.5%.

The post-synth area from yosys stat stands at 0.0509 mm2. According to the report, the first pass of detailed routing completed in 17 iterations.

The worst-case clock buffer depth stands at 3. In the final report, the number of endpoints failing setup comes to 0. The count of different cell masters after synthesis stands at 77. During synthesis, Yosys emitted a total of 2 warnings.

The routed design uses 114 mm of met2 wire. The count of cells resized by post-cts repair stands at 0. The compound-cell area share of the yosys netlist stands at a little under a quarter.

The synthesis report names the predominant flop master as sky130_fd_sc_hd__edfxtp_1. The via density per instance stands at 8.67. The required time at the endpoint of the critical path stands at 12.40 ns.

The routed design has around 320 mm of wire. The flow ran to the end, and the final reports show no timing, DRC or antenna violations. The total I/O pin count stands at 113. The top achievable clock speed stands at 0.0880 GHz. The core outline area stands at 0.101 mm2. The OpenROAD report gives the critical path a data arrival time of 8.27 ns. The overall die height stands at between 300 and 400 um. The later pin in the worst-skew pair is clocked with a latency of 0.75 ns. The area of the die stands at a little over 0.1 mm2. After global routing the overflow that remains totals 0. Per the slew report, the remaining headroom to the max-slew limit stands at 15.0%. The die is 321 um wide. The first global-routing pass estimated about 420 mm of wire.

The first routing iteration left 8771 violations. On the reported timing paths, the clock transition at the registers reads 0.06 ns. For flop-to-flop paths, the worst setup slack is 12.84 ns. The maximum VDD drop stands at 0.104 mV. The final timing report lists a hold violation count of 0. The mapped netlist covers 0.0509 mm2. The port buffer count stands at 112.
==> cell type report <==
cell class	count	area, um2	share of cell area (%)
multi-input cells	2840	19500	33.1
clock inverters	71	935	1.59
clock buffers	134	2900	4.92
diodes	41	103	0.174
repair buffers	393	3230	5.48
inverters	43	161	0.274
flip-flops and latches	1024	30400	51.6
well taps	1357	1700	2.88
==> metal layers <==
metal,vias to the layer above,GRT usage (%)
met4,104,49.4
met3,2430,62.2
met1,23700,72.4
met2,7034,76.3
li1,17900,-
met5,-,30.0
==> synth_stat cells (7+ instances only) <==
cell type	instances	area (um2)
sky130_fd_sc_hd__a22oi_1	1155	8670
sky130_fd_sc_hd__edfxtp_1	992	29800
sky130_fd_sc_hd__nand2_1	328	1230
sky130_fd_sc_hd__buf_2	207	1040
sky130_fd_sc_hd__nor2_1	204	766
sky130_fd_sc_hd__nand4_1	159	995
sky130_fd_sc_hd__a21oi_1	123	616
sky130_fd_sc_hd__nor3_1	106	531
sky130_fd_sc_hd__clkbuf_1	94	353
sky130_fd_sc_hd__mux2i_1	75	751
sky130_fd_sc_hd__nand3_1	62	310
sky130_fd_sc_hd__a22o_1	56	490
sky130_fd_sc_hd__a221oi_1	50	438
sky130_fd_sc_hd__nor4_1	48	300
sky130_fd_sc_hd__inv_1	43	161
sky130_fd_sc_hd__o21ai_0	43	215
sky130_fd_sc_hd__buf_4	32	240
sky130_fd_sc_hd__dfxtp_1	32	641
sky130_fd_sc_hd__mux2_2	30	338
sky130_fd_sc_hd__nor2_2	30	188
sky130_fd_sc_hd__nor2b_1	29	181
sky130_fd_sc_hd__a32oi_1	26	228
sky130_fd_sc_hd__a222oi_1	20	200
sky130_fd_sc_hd__a31oi_1	20	125
sky130_fd_sc_hd__nand2b_1	16	100
sky130_fd_sc_hd__a211oi_1	15	113
sky130_fd_sc_hd__and4_1	12	105
sky130_fd_sc_hd__o22a_1	12	105
sky130_fd_sc_hd__a221oi_2	11	165
sky130_fd_sc_hd__nor2_4	11	124
sky130_fd_sc_hd__a2111oi_0	10	87.6
sky130_fd_sc_hd__and2_1	10	62.6
sky130_fd_sc_hd__o32ai_1	10	87.6
sky130_fd_sc_hd__o2bb2ai_1	9	78.8
sky130_fd_sc_hd__a2bb2oi_1	8	70.1
sky130_fd_sc_hd__and3_1	8	50.1
sky130_fd_sc_hd__nand3b_1	8	60.1
sky130_fd_sc_hd__or3_1	8	50.1
sky130_fd_sc_hd__o211ai_1	7	52.6
sky130_fd_sc_hd__o311ai_0	7	61.3
sky130_fd_sc_hd__or3b_1	7	61.3
==> logic make-up (layout without fill, tap and decap cells) <==
family | after synthesis | in the layout
simple gates | 1081 | 1081
flops | 1024 | 1024
other cells | 1 | 73
mux | 105 | 105
buf+inv | 384 | 641
compound gates | 1622 | 1622
==> critical path: stages <==
cell,delay (ns)
sky130_fd_sc_hd__buf_2,0.44
sky130_fd_sc_hd__buf_4,0.74
sky130_fd_sc_hd__nand2_2,0.80
sky130_fd_sc_hd__nor2_4,1.04
sky130_fd_sc_hd__buf_4,0.60
sky130_fd_sc_hd__a22oi_1,0.13
sky130_fd_sc_hd__nand4_1,0.13
sky130_fd_sc_hd__nor2_1,0.06
sky130_fd_sc_hd__a31oi_1,0.58
sky130_fd_sc_hd__clkdlybuf4s50_1,0.61
==> power breakdown <==
| part | internal [mW] | leakage (nW) | switching (mW) | total, mW |
|---|---|---|---|---|
| sequential | 3.14 | 9.23 | 0.0404 | 3.18 |
| clock | 1.67 | 1.84 | 1.19 | 2.85 |
| combinational | 0.205 | 8.23 | 0.517 | 0.722 |
==> through the flow <==
step | worst slack, ns | total power [mW] | hold WS [ns]
6_report | 4.13 | 6.76 | 1.07
2_1_floorplan | 7.88 | 3.52 | 1.09
3_3_place_gp | 4.89 | 3.90 | 1.00
4_1_cts | 4.76 | 6.67 | 1.04
3_5_place_dp | 4.82 | 3.90 | 1.01
5_1_grt | 4.45 | 6.83 | 1.12
==> worst max-delay path by stage <==
stage / start / to / slack [ns] / cells past startpoint
4_1_cts: AddrB[1] / DataB[26] / 4.76 / 10
5_1_grt: AddrB[1] / DataB[26] / 4.45 / 10
6_report: AddrB[1] / DataB[26] / 4.13 / 10
No activity file was given, so power comes from the tool's default toggle rates.
