--- ./design.v ---
module dmem#
(
  parameter AWIDTH=5,
  parameter DWIDTH=32
 )
 (
  input  clk, MemRW,
  input  [AWIDTH-1:0]   Addr,
  input  [DWIDTH-1:0]   DataW,
  input  [2:0] Size,
  output reg [DWIDTH-1:0] DataR
 );
  localparam load_word = 3'b010, load_half_word = 3'b001, load_byte = 3'b000,
             load_word_signed = 3'b110, load_half_word_signed = 3'b101,
             load_byte_signed = 3'b100, load_double_word = 3'b111;
  localparam store_word = 2'b10, store_half_word = 2'b01, store_byte = 2'b00, store_double_word = 2'b11;
  reg [7:0] dmemory [0:31];
always @(posedge clk)
begin
    if ( MemRW )
    begin
      case(Size[1:0])
          store_word:
          begin
                dmemory[Addr] = DataW[7:0];
                dmemory[Addr+1] = DataW[15:8];
                dmemory[Addr+2] = DataW[23:16];
                dmemory[Addr+3] = DataW[31:24];
          end
          store_half_word:
          begin
                dmemory[Addr] = DataW[7:0];
                dmemory[Addr+1] = DataW[15:8];
                dmemory[Addr+2] = 8'h0;
                dmemory[Addr+3] = 8'h0;
          end
          store_byte:
          begin
                dmemory[Addr] = DataW[7:0];
                dmemory[Addr+1] = 8'h0;
                dmemory[Addr+2] = 8'h0;
                dmemory[Addr+3] = 8'h0;
          end
			 default: begin
			 dmemory[Addr] = dmemory[Addr];
			 end
      endcase
    end
end
always @*
begin
  case(Size)
      load_word:
      begin
                DataR[7:0] = dmemory[Addr];
                DataR[15:8] = dmemory[Addr+1];
                DataR[23:16] = dmemory[Addr+2];
                DataR[31:24] = dmemory[Addr+3];
      end
      load_half_word:
      begin
                DataR[7:0] = dmemory[Addr];
                DataR[15:8] = dmemory[Addr+1];
                DataR[23:16] = 8'h0;
                DataR[31:24] = 8'h0;
      end
      load_byte:
      begin
                DataR[7:0] = dmemory[Addr];
                DataR[15:8] = 8'h0;
                DataR[23:16] = 8'h0;
                DataR[31:24] = 8'h0;
      end
      load_word_signed:
      begin
                DataR[7:0] = dmemory[Addr];
                DataR[15:8] = dmemory[Addr+1];
                DataR[23:16] = dmemory[Addr+2];
                DataR[31:24] = dmemory[Addr+3];
      end
      load_half_word_signed:
      begin
                DataR[7:0] = dmemory[Addr];
                DataR[15:8] = dmemory[Addr+1];
                DataR[23:16] = {8{DataR[15]}};
                DataR[31:24] = {8{DataR[15]}};
      end
      load_byte_signed:
      begin
                DataR[7:0] = dmemory[Addr];
                DataR[15:8] = {8{DataR[7]}};  
                DataR[23:16] = {8{DataR[7]}};
                DataR[31:24] = {8{DataR[7]}};
      end
		default: begin
		DataR = 'b0;
		end
  endcase
end
endmodule
--- ./run.sh ---
#!/bin/bash
# OpenROAD 26Q1-2900-gdf79404cd8, Yosys 0.63+post, stock flow scripts
make -C /OpenROAD-flow-scripts/flow DESIGN_CONFIG=/design/flow/config.mk WORK_HOME=/design/flow/orfs finish
--- ./config.mk ---
export PLATFORM = sky130hd
export DESIGN_NAME = dmem
export DESIGN_NICKNAME = dmem
export VERILOG_FILES = /design/flow/design.v
export SDC_FILE = /design/flow/constraint.sdc
export NUM_CORES = 4
export LEC_CHECK = 1
export CORE_UTILIZATION = 40
--- ./constraint.sdc ---
current_design dmem

set clk_period 11.8
set clk_io_pct 0.2

create_clock -name clk0 -period $clk_period [get_ports {clk}]

set non_clock_inputs [all_inputs -no_clocks]
set_input_delay [expr $clk_period * $clk_io_pct] -clock clk0 $non_clock_inputs
set_output_delay [expr $clk_period * $clk_io_pct] -clock clk0 [all_outputs]
==> changes_impl.md <==
## Implementation

* Run status: finished clean
* Fraction of registers with async set/reset at 0%
* Final critical delay including setup and external delays at 10.61 ns
* Sink count of the clock tree at 256
* Clock edge transition at the registers on the reported setup and hold paths at 0.06 ns
* Post-detailed-route DRC marker count at 0
* Mapped Area at 0.0344 mm²
* Maximum count of clock buffers along a single path at 3
* Final setup TNS at 0 ns
* Maximum fanout along the worst path at 35
* Number of placed I/O pins at 74
* Number of buffer cells added on primary ports at 73
* Highest Clock Rate at 94.3 MHz
* Worst relative slew slack at 11.6%
* Cell count listed in synth_stat.txt at 4560
* Synthesis-to-finish area growth at 13.5%
* Total cell area reported by yosys after synthesis at 0.0344 mm²
* Leading post-synthesis cells by cell area: edfxtp_1, mux2i_1, a211oi_1
* Data arrival, critical path at 8.25 ns
* Mean number of vias per cell at 8.89
* Top FF cell, synth: edfxtp_1
* Maximum number of pins on one net before global-route repair at 72
* Number of placement rows at 107
* Core Region at 0.0851 mm²
* Half-perimeter wire length of the detailed placement result at 227 mm
* Max FFs per register at 256
* Worst Path Required at 9.44 ns
* Fin worst setup slack at 1.19 ns
* Via count of the first global-routing pass at 45478
* Crit. End Element: output port
* Final Routed Wirelength at 321 mm
* Setup violations, final at 0
* Leak Pwr at 14.2 nW
* Post-CTS Setup Repair Bufs at 0
* Logic cell area at 0.0246 mm²
* Floorplan core density at 40.3%
* Routed via count at 51919
* Worst hold margin at 0.919 ns
* Clock latency at the later pin of the worst-skew pair at 0.62 ns
* Final number of max-transition violations at 0
* Number of warning messages in the yosys log at 2
* Kind of start point of the critical path: input port
* Placement-stage cell area at 0.0376 mm²
* Vertical die dimension at 295 µm
* Detail-routed net length per standard cell at 55.0 µm
* Count of TritonRoute iterations in the first routing pass at 15
* Top-area cell share at 22.4%
* Unrepaired setup endpoints after global routing: no
* CP Cell Sequence: buf_4 -> nand4_1 -> inv_1 -> ha_1 -> buf_4 -> nor4b_1 -> and2_1 -> a22o_1 -> a221oi_1 -> nand4_1 -> nor3_1 -> o21ai_0 -> clkdlybuf4s50_1
* DRC violation total after the first TritonRoute iteration at 10090
* Count of warning messages emitted by the tools at 31
* Antenna violations before repair at 65
* Period utilization at 89.9%
* First-pass GRT wire length at 422 mm
* Pwr Total at 4.61 mW
* CTS hold repair buffers at 0
* Synthesized area divided by synthesized cell count at 7.53 µm²
* Layout Cell Area excl Fill at 0.0390 mm²
* #FFs+latches synth at 256
* Filler cell count at 8208
* Sum of overflow across all layers after global routing at 0
* Global routing usage summed across all routing layers at 74.6%
* Buf+Inv Stages, Crit Path at 4
* Worst stage delay on the critical path at 1.06 ns
* Number of violations of the max-capacitance limit at 0
* Yosys top cell by area: edfxtp_1
* Gate Count Post-Synth at 4560
* HP Class: reg2reg
* Clock Root Buffer: clkbuf_16
* TritonCTS clock tree: yes
* Layout Skew at 0.0332 ns
* Distinct lib cells used at 101
* Count of endpoints failing hold in the final timing report at 0
* Total die size at 0.0871 mm²
* Slowest library cell on the worst path: nor3_1
* EDFF count, synth at 256
* Tally of nets with antenna violations remaining after routing at 0
* Worst slack, placed at 1.76 ns
* Overall die width at 295 µm
* Critical path start-end classification: in2out
* Number of clock buffers inserted by TritonCTS at 35
* Number of H-tree branching levels at 2
* Sequential share of the synthesized area at 22.4%
* Layout cell share with drive strength beyond 1 at 15.2%
* Largest voltage drop on the vdd net at 0.102 mV
* Crit-path leading delay family: simple AND/OR/NAND/NOR gates
* Post_cts resized at 0
* Power density over the cells at 118 mW/mm²
* Tightest Pin Transition at 1.32 ns
* Area taken by flip-flops and latches at 0.00769 mm²
* Placer's final routability congestion estimate at 1.39
-- worst paths after layout --
path                                 start                        to  slack, ns  cells after the start
setup reg to reg  dmemory[25][5]$_DFFE_PP_  dmemory[23][5]$_DFFE_PP_       6.65                      8
setup / recovery                   Addr[1]                 DataR[14]       1.19                     13
hold reg to reg    dmemory[8][7]$_DFFE_PP_   dmemory[8][7]$_DFFE_PP_       0.92                      4
hold / removal     dmemory[8][7]$_DFFE_PP_   dmemory[8][7]$_DFFE_PP_       0.92                      4
-- layer usage --
layer,global-route usage [%],up-vias,part of all wire [%]
li1,-,18299,-
met1,77.8,23896,31
met2,86.0,6826,34
met3,64.3,2788,20
met4,66.6,110,13
met5,40.6,-,1.2
-- final cells by class --
type	instances	share of cell area (%)
sequential	256	19.7
clock buffer	42	2.37
inverter	19	0.183
antenna	104	0.667
clock inverter	19	0.513
timing repair buffer	505	9.76
multi-input combinational	3753	63.1
tap	1144	3.67
-- where the power goes --
part,switching (mW),internal [mW]
Clock,0.477,0.643
Combinational,1.42,0.555
Sequential,0.371,1.15
-- synth_stat cells (13+ instances only) --
library cell and count:
a2111oi_0 26, a211o_1 16, a211oi_1 228, a21boi_0 38, a21o_1 33, a21oi_1 243
a221oi_1 36, a222oi_1 33, a22o_1 44, a22oi_1 204, a31oi_1 57, a32oi_1 27
and2_1 21, and3_1 36, buf_1 26, buf_2 125, buf_4 25, clkbuf_1 352
edfxtp_1 256, inv_1 17, mux2_2 76, mux2i_1 288, nand2_1 447, nand2b_1 17
nand3_1 253, nand4_1 88, nor2_1 359, nor2b_1 15, nor3_1 108, nor4_1 28
o2111ai_1 19, o211ai_1 187, o21a_1 24, o21ai_0 326, o221ai_1 75, o22a_1 15
o22ai_1 97, o2bb2ai_1 14, o31a_1 22, o31ai_1 13, o32a_1 14
-- worst reg2reg max path, cell delays in order, from the launching register on --
cell       delay, ns
edfxtp_1        0.76
mux2_2          0.43
a22oi_1         0.56
o22ai_1         0.47
a2111oi_0       0.85
nand2_1         0.36
nand2_2         0.53
buf_4           0.60
o221ai_1        0.30
-- cell usage in the layout, fill, tap and decap left out, types with 23 or more instances in the layout --
master,count
clkdlybuf4s50_1,35
o211ai_1,187
nand2_1,438
mux2i_1,288
a222oi_1,33
nor2_1,350
a211oi_1,227
o21a_1,24
a221oi_1,36
o221ai_1,75
nor4_1,25
a21o_1,33
a21boi_0,38
a21oi_1,243
nor3_1,88
a31oi_1,57
a32oi_1,27
mux2_2,76
nand4_1,88
nor3_2,23
buf_2,34
o22ai_1,97
diode_2,104
a22o_1,44
clkbuf_16,36
and3_1,36
a2111oi_0,25
edfxtp_1,256
a22oi_1,204
buf_4,435
o21ai_0,325
nand3_1,253
-- through the flow --
step / util, % / cells
after global placement: 44.2 / 5677
after global routing: 45.7 / 5799
after CTS: 45.5 / 5738
after floorplan: - / 4560
after detailed placement: 44.2 / 5677
final: 45.8 / 5842
-- logic make-up (layout without fill, tap and decap cells) --
kind of cell / after synthesis / count (layout) / share of synthesized area, %
XOR/XNOR: 8 / 8 / 0.204
multiplexers: 366 / 366 / 11.0
other: 0 / 104 / 0
AND/OR/NAND/NOR: 1482 / 1482 / 20.6
AND-OR/OR-AND: 1889 / 1889 / 38.7
buffers and inverters: 551 / 585 / 6.84
adder cells (fa/ha/maj): 8 / 8 / 0.291
flip-flops: 256 / 256 / 22.4
Power and IR drop assume default switching activity.
