==> ./design.v <==
module alu(in_a, in_b, ALU_Sel, alu_out);
    parameter DWIDTH = 32;
    input [DWIDTH-1:0] in_a, in_b;
    input [3:0]ALU_Sel;
    output reg [DWIDTH-1:0] alu_out;
always @*
begin
case(ALU_Sel)
    4'b0000: alu_out = in_a + in_b ;                       
    4'b0001: alu_out = in_a - in_b;                        
    4'b0010: alu_out = in_a << in_b;                       
    4'b0011: alu_out = $signed(in_a) < $signed(in_b);      
    4'b0100: alu_out = in_a < in_b;                        
    4'b0101: alu_out = in_a ^ in_b;                        
    4'b0110: alu_out = in_a >> in_b;                       
    4'b0111: alu_out = $signed($signed(in_a) >>> in_b);                      
    4'b1000: alu_out = in_a | in_b;                        
    4'b1001: alu_out = in_a & in_b;                        
    4'b1010: alu_out = in_a + in_b;                        
    4'b1011: alu_out = in_a - in_b;                        
    4'b1100: alu_out = in_a << in_b;                       
    4'b1101: alu_out = in_a << in_b;                       
    4'b1110: alu_out = in_a >>> in_b;                      
    default: alu_out = 'hz;
endcase
end
endmodule
==> ./run.sh <==
#!/bin/bash
# OpenROAD 26Q1-2900-gdf79404cd8, Yosys 0.63+post, stock flow scripts
make -C /OpenROAD-flow-scripts/flow DESIGN_CONFIG=/design/flow/config.mk WORK_HOME=/design/flow/orfs finish
==> ./config.mk <==
export PLATFORM = sky130hd
export DESIGN_NAME = alu
export DESIGN_NICKNAME = alu
export VERILOG_FILES = /design/flow/design.v
export SDC_FILE = /design/flow/constraint.sdc
export NUM_CORES = 4
export LEC_CHECK = 1
export CORE_UTILIZATION = 50
==> ./constraint.sdc <==
current_design alu

set clk_period 17.7
set clk_io_pct 0.2

create_clock -name clk0 -period $clk_period

set non_clock_inputs [all_inputs -no_clocks]
set_input_delay [expr $clk_period * $clk_io_pct] -clock clk0 $non_clock_inputs
set_output_delay [expr $clk_period * $clk_io_pct] -clock clk0 [all_outputs]
==> flow_summary_export.csv <==
group,metric,value,unit
placed_design,port-buffer-count,100,
final_layout,layout-drive-gt1-share,9.22,%
route,drt_wl_total,48.6,mm
critical_path,cpPeakStageDelay,0.59,ns
critical_path,setup.worst_path.end_class,"primary output",
power_and_ir_drop,peakVddDrop,36.6,uV
final_layout,area.growth.synth_to_final,11.4,%
route,ant_nets,0,
logic_synthesis,syn_area_per_cell,6.72,um^2
timing,worst_pin_slew,1.05,ns
grt,antenna_found_initial,1,
critical_path,path_class,"in -> out",
power_and_ir_drop,powerDensity,32.7,nW/um^2
grt,grtUsageTotal,50.5,%
final_layout,flop-count,0,
route,first_pass_iters,6,
grt,grt_pass1_wl,72.1,mm
die,dieHeight,140,um
grt,grt_pass1_vias,11400,
clock_tree,ctsHoldBuffers,0,
route,diodes,0,
timing,tns,0,ns
clock_tree,postCtsResizedCells,0,
logic_synthesis,postSynthSeqShare,0,%
timing,fin_crit_sh,66.4,%
timing,slew_violations,0,
timing,slew_headroom,30.2,%
logic_synthesis,syn_inst,1425,
route,drc_errors,0,
grt,grt_overflow,0,
placed_design,hpwlAfterDp,37.6,mm
status,status,"complete, no violations",
logic_synthesis,yosys_cells,1425,
logic_synthesis,ys_warn_count,2,
clock_tree,cts_setup_buffers,0,
run,maxCapViolCount,0,
grt,grt_max_degree,64,
die,dieArea,19700,um^2
die,io_pins,100,
timing,rsz0062_at_grt,"no",
timing,min_period,11.75,ns
logic_synthesis,synth-area-yosys,9570,um^2
logic_synthesis,synth_cell_types,78,
final_layout,regArea,0,um^2
placed_design,globalplace.congestion,1.11,
route,first_iter_violations,1706,
timing,report.final.setup_viol,0,
power_and_ir_drop,p_leak,0.00425,uW
final_layout,clock_buffers,0,
hold_path,min_path_type,"in -> out",
critical_path,slowest_stage,"ha_1",
die,die-width,140,um
timing,hold_viol,0,
critical_path,cp_max_fo,27,
final_layout,utilization,57.0,%
route,wl_per_cell,29.0,um
critical_path,cp.arrival,8.21,ns
logic_synthesis,synthesis.area,9570,um^2
critical_path,critPathLaunchType,"input port",
timing,max_freq,0.0851,GHz
critical_path,path_cells,"clkdlybuf4s50_1 > buf_4 > inv_1 > ha_1 > nor2b_1 > a2111o_1 > a2111o_1 > and3b_4 > o41ai_2 > o41ai_2 > nand2_1 > a21oi_1 > o41ai_1 > clkdlybuf4s50_1",
critical_path,worstPathRequired,14.16,ns
route,num_vias,12400,
die,core,18700,um^2
route,vias_per_cell,7.39,
run,tool_warnings,97,
die,rows,50,
die,fp_util,51.2,%
-- cells in the final DEF (no fill, tap or decap), drive strengths merged, types with 20 or more instances in the layout --
| cell | count |
|---|---|
| nand3 | 23 |
| a211oi | 32 |
| xnor2 | 21 |
| clkdlybuf4s50 | 95 |
| mux2i | 44 |
| o21ai | 95 |
| nand2 | 122 |
| nor3 | 45 |
| ha | 96 |
| a22oi | 20 |
| mux4 | 50 |
| inv | 92 |
| buf | 45 |
| nor2 | 183 |
| a21oi | 146 |
| o211ai | 34 |
| a221oi | 22 |
-- layer usage --
layer	track usage (%)	vias to the layer above	share of wire, %
met5	2.76	-	0.14
met4	26.9	4	7.4
met3	20.2	244	15
met2	72.9	1088	41
met1	64.8	5678	36
li1	-	5384	-
-- per-stage QoR --
| stage | instances | power [uW] | instance area, um^2 | hold WS (ns) | setup slack (ns) |
|---|---|---|---|---|---|
| final | 1677 | 348 | 10700 | 8.33 | 5.95 |
| after global routing | 1677 | 368 | 10700 | 8.40 | 5.74 |
| after CTS | 1677 | 334 | 10700 | 8.32 | 6.04 |
| after detailed placement | 1677 | 332 | 10700 | 8.31 | 6.04 |
| after global placement | 1677 | 333 | 10700 | 8.30 | 6.17 |
| after floorplan | 1425 | 204 | 9570 | 7.28 | 7.25 |
-- layout make-up --
cell class,count,area (um^2)
multi-input combinational,1210,8740
timing repair buffer,140,1280
tap,234,293
inverter,93,349
fill,1768,8040
-- worst max-delay path: cells and delay by family --
family	cells	cell delay (ns)
compound gates	6	1.97
fa+ha+maj	1	0.59
buf+inv	4	1.61
simple gates	3	0.48
-- kinds of logic after synthesis --
family	share of synthesized area (%)
and+or+nand+nor	21.2
buffers and inverters	8.78
xor gates and xnor gates	2.65
adders and majority gates	13.0
muxes	17.8
AOI/OAI and AO/OA	36.6
-- cell usage after synthesis (8+ instances only) --
| cell type | number | share of area (%) |
|---|---|---|
| o21bai_1 | 12 | 0.94 |
| a31oi_1 | 17 | 1.1 |
| mux2i_1 | 44 | 4.6 |
| o21ai_0 | 95 | 5.0 |
| o22ai_1 | 14 | 0.91 |
| buf_2 | 18 | 0.94 |
| o31ai_1 | 13 | 1.0 |
| inv_1 | 91 | 3.6 |
| a21o_1 | 12 | 0.94 |
| a221oi_1 | 22 | 2.0 |
| nor2b_1 | 11 | 0.72 |
| and3_1 | 8 | 0.52 |
| a211o_1 | 10 | 0.91 |
| xnor2_1 | 21 | 1.9 |
| clkbuf_1 | 86 | 3.4 |
| buf_1 | 16 | 0.63 |
| nor4_1 | 11 | 0.72 |
| a22oi_1 | 20 | 1.6 |
| nand2_1 | 122 | 4.8 |
| nand4_1 | 8 | 0.52 |
| xor2_1 | 8 | 0.73 |
| nor2_1 | 182 | 7.1 |
| nand3_1 | 23 | 1.2 |
| or3_1 | 8 | 0.52 |
| nor3_1 | 45 | 2.4 |
| o221ai_1 | 18 | 1.6 |
| nand2b_1 | 11 | 0.72 |
| o211ai_1 | 34 | 2.7 |
| o2111ai_1 | 9 | 0.82 |
| mux4_2 | 50 | 12 |
| a211oi_1 | 32 | 2.5 |
| ha_1 | 96 | 13 |
| mux2_2 | 12 | 1.4 |
| a21oi_1 | 146 | 7.6 |
-- power by group --
group	leakage, uW	internal (uW)	switching [uW]
combinational	0.00425	137	212
clock	0	0	0
sequential	0	0	0
total	0.00425	137	212
-- worst paths after layout --
kind                       start         end  slack (ns)  cells after the start
worst max-delay path     in_b[4]  alu_out[0]        5.95                     14
worst min-delay path  ALU_Sel[0]  alu_out[0]        8.33                      7
Power and IR drop assume default switching activity.
